`./config.mk`:
```
export PLATFORM = sky130hd
export DESIGN_NAME = debouncer_normal
export DESIGN_NICKNAME = debouncer_normal
export VERILOG_FILES = /design/flow/design.v
export SDC_FILE = /design/flow/constraint.sdc
export NUM_CORES = 4
export LEC_CHECK = 1
export CORE_AREA = 10 10 111 111
export DIE_AREA = 0 0 121 121
```
`./constraint.sdc`:
```
current_design debouncer_normal

set clk_period 4.4
set clk_io_pct 0.2

create_clock -name clk0 -period $clk_period [get_ports {clk}]

set non_clock_inputs [all_inputs -no_clocks]
set_input_delay [expr $clk_period * $clk_io_pct] -clock clk0 $non_clock_inputs
set_output_delay [expr $clk_period * $clk_io_pct] -clock clk0 [all_outputs]
```
`./design.v`:
```
   localparam NULL_CMD = 8'h00;
   localparam VDD_ON  = 8'h30;
   localparam VDD_OFF = 8'h31;
   localparam VBAT_ON = 8'h32;
   localparam VBAT_OFF= 8'h33;
   localparam RES_ON  = 8'h34;
   localparam RES_OFF = 8'h35;
   localparam LD_DATA_A = 8'h36;
   localparam LD_DATA_B = 8'h37;
   localparam LD_DATA_C = 8'h38;
   localparam LD_DATA_D = 8'h39;
   localparam CLR_SCREEN = 8'h3A;
   localparam FILL_SCREEN = 8'h3B;
   localparam SETCHARROW = 8'h70;
   localparam SETCHARCOL = 8'h71;
   localparam SETCHAR    = 8'h72;
   localparam SENDCHAR   = 8'h73;
   localparam DELAY_LONG    = 8'h0F;
   localparam DELAY_SHORT   = 8'h0E;
   localparam DISP_ALL_ON   = 8'hA5;
   localparam DISP_RAM      = 8'hA4;
   localparam DISP_ON       = 8'hAF;
   localparam DISP_OFF      = 8'hAE;
   localparam DISP_CONTRAST = 8'h81;
   localparam DISP_HORIZ_MODE = 8'h20;
   localparam CHARGEPUMP_EN   = 8'h8D;
   localparam MUXRATIO        = 8'hA8;
   localparam DISP_OFFSET     = 8'hD3;
   localparam STARTLINE       = 8'h40;
   localparam SEGMENT         = 8'hA0;
   localparam SCANDIR         = 8'hC0;
   localparam COMPINS         = 8'hDA;
   localparam DISP_NORMAL     = 8'hA6;
   localparam SETOSC          = 8'hD5;
   localparam SETCOLADR       = 8'h21;
   localparam SETPAGEADR      = 8'h22;
`timescale 1ns / 1ps
module debouncer_normal(
    input b,
    input clk,
    output reg d
    );
    integer clk_count = 0;
    reg [1:0]state;
    reg div_clk = 0;
    reg d_ = 0;
    integer stat = 0;
    initial begin
        state = 0;
        d = 0;
    end
    always @(posedge div_clk)begin
    case (state)
        2'b00 : begin
        d_ <= 0;
        if(b)
        state <= 1;
        end
        2'b01 : begin
        if(b)
            state <= 3;
        else
            state <= 0;
        d_ <= 0;
        end
        2'b11 : begin
        if(!b)begin
            state <= 2;
        d_ <= 1;
        end
        end
        2'b10 : begin
        state <= 0;
        d_ <= 0;
        end
    endcase
    end
    always @(posedge clk)begin
        if(clk_count == 5)begin
            div_clk <= ~div_clk;
            clk_count <= 0;
            if(d_ == 1)
                d <= 1;
        end
        else begin
            clk_count <= clk_count + 1;
            d <= 0;
        end
    end
endmodule
```
`./run.sh`:
```
#!/bin/bash
# OpenROAD 26Q1-2900-gdf79404cd8, Yosys 0.63+post, stock flow scripts
make -C /OpenROAD-flow-scripts/flow DESIGN_CONFIG=/design/flow/config.mk WORK_HOME=/design/flow/orfs finish
```
==> flow_summary.json <==
{
  "path_clk_slew_ns": 0.06,
  "syn_avg_cell_area_um2": 10.1,
  "syn_inst": 159,
  "crit_family": "buffers and inverters",
  "route.final.wire_length_um": 2650,
  "hold_violations": 0,
  "synth-seq-cells": 37,
  "warning_count": 26,
  "synth_area_leader_cell": "dfxtp_1",
  "final-max-slew-violation-count": 0,
  "finalNonFillerCells": 297,
  "drtPass1Iterations": 4,
  "grt_pass1_vias": 991,
  "drive_gt1_frac": 0.104,
  "worstPathCellList": "clkdlybuf4s50_1",
  "coreArea_um2": 9860,
  "netSwitchingPower_mw": 0.111,
  "combPwrFrac": 0.004,
  "htreeDepth": 2,
  "power_density_nw_per_um2": 308,
  "path_buffers": 1,
  "drt-initial-drc-count": 43,
  "peakVddDrop_mv": 0.182,
  "place_hpwl_um": 1830,
  "initial_core_util": 0.163,
  "cts_resized": 0,
  "crit_required_ns": 3.52,
  "drv_cap": 0,
  "ant_nets": 0,
  "yosys_cells": 159,
  "cts_hold_buf": 0,
  "diodes": 0,
  "fin_tns_setup_ns": 0,
  "routed-via-count": 1090,
  "fmax_mhz": 510,
  "area_leaders": "dfxtp_1 41%, xnor2_1 8.2%, xor2_1 8.2%",
  "worstPathMaxFanout": 2,
  "synth_cell_types": 28,
  "dp.cells": 290,
  "critPathSlowestCell": "clkdlybuf4s50_1",
  "setup_viol": 0,
  "ys_area_um2": 1610,
  "edf_count": 4,
  "antenna_found_initial": 0,
  "yosys_warnings": 1,
  "syn-cell-area_um2": 1610,
  "gp_congestion": 0.796,
  "grtUsageTotal": 0.0363,
  "end_kind": "output port",
  "grt_first_pass_wirelength_um": 4470,
  "cts_tree": "built",
  "crit_type": "flop to output port",
  "wl_per_cell_um": 8.91,
  "unclocked_pins": 3,
  "post_cts_buffers": 0,
  "critPathMaxStageDelay_ns": 0.46,
  "cts.path.max_buffers": 2,
  "fillers": 1063,
  "grt.overflow.total": 0,
  "top_cells_by_count": "33 x dfxtp_1, 15 x xnor2_1, 15 x xor2_1",
  "swShare": 0.191,
  "pwr-share-seq": 0.534,
  "clock_skew_ns": 0.00704,
  "status": "finished, final reports clean",
  "hp-class": "flop to flop",
  "power.internal_mw": 0.468,
  "port_buffers": 2,
  "post-route-period-util": 0.446,
  "top_cell_area_share": 0.411,
  "rsz0062_at_grt": "no",
  "async_reset_ff_frac": 0,
  "die_h_um": 121,
  "cts_buffers": 5,
  "slew_headroom": 0.593,
  "p_leak_nw": 0.656,
  "num_rows": 36,
  "root_buffer": "clkbuf_8",
  "p_total_mw": 0.579,
  "arrival_ns": 1.08,
  "num_io_pins": 3,
  "worst_slew_pin_slew_ns": 0.609,
  "yosysSeqAreaShare": 0.486,
  "viasPerCell": 3.67,
  "p_clk_frac": 0.462,
  "synthFlopType": "dfxtp_1",
  "drc": 0,
  "die_w_um": 121,
  "synthMostInstantiatedCell": "dfxtp_1",
  "period_minus_slack_ns": 1.96,
  "crit_path_start_kind": "flop",
  "clk_latency_ns": 0.29,
  "grt_max_degree": 14,
  "area_growth_pct": 16.9,
  "untimed_endpoints": 6,
  "fin_hold_ws_ns": 0.463,
  "dieArea_um2": 14600
}
[path summary, 6_finish.rpt]
kind,slack [ns],cells after the start,to,start
max,2.44,1,d,d
min,0.46,1,clk_count[31],clk_count[31]
max reg2reg,2.48,4,clk_count[9],clk_count[2]
min reg2reg,0.46,1,clk_count[31],clk_count[31]
[cell type report]
class | count | area [µm²] | area share
multi-input combinational | 112 | 781 | 0.416
timing repair buffer | 2 | 20.0 | 0.0107
tap | 133 | 166 | 0.0886
clock buffer | 7 | 108 | 0.0573
sequential | 37 | 781 | 0.416
inverter | 6 | 22.5 | 0.0120
[metal layers]
layer | track usage | vias to the layer above | part of all wire
li1 | - | 565 | -
met1 | 0.0504 | 509 | 0.53
met2 | 0.0534 | 11 | 0.41
met3 | 0.0142 | 5 | 0.042
met4 | 0.00528 | 0 | 0.013
met5 | 0 | - | 0
[kinds of logic (layout without fill, tap and decap cells)]
| kind of cell | Yosys count | count (layout) | synth area share |
|---|---|---|---|
| AOI/OAI and AO/OA | 4 | 4 | 0.0156 |
| buffers and inverters | 10 | 15 | 0.0280 |
| adders and majority gates | 2 | 2 | 0.0156 |
| DFF | 37 | 37 | 0.486 |
| xor gates and xnor gates | 30 | 30 | 0.164 |
| and+or+nand+nor | 76 | 76 | 0.291 |
[power by group through the flow]
stage         clock [mW]  sequential (mW)  combinational (mW)
CTS                0.273            0.309             0.00218
global route       0.290            0.309             0.00244
finish             0.268            0.309             0.00217
[state kept, by name, summed over array words and instances (netlist names)]
| name | flops |
|---|---|
| state | 2 |
| clk_count | 32 |
| div_clk | 1 |
| d_ | 1 |
| d | 1 |
[stage by stage]
stage,setup WS (ns),area (µm²),utilization
detailed placement,2.50,1770,0.179
finish,2.44,1880,0.190
CTS,2.42,1880,0.190
floorplan,2.91,1610,-
global placement,2.53,1770,0.179
global route,2.38,1880,0.190
[cell usage in the layout (no fill, tap or decap), types with 2 or more instances in the layout]
| cell | n |
|---|---|
| dfxtp_1 | 33 |
| xnor2_1 | 15 |
| xor2_1 | 15 |
| nand2_1 | 14 |
| nand3_1 | 14 |
| nor2_1 | 9 |
| nor3_1 | 8 |
| nor4_1 | 7 |
| inv_1 | 6 |
| clkbuf_8 | 6 |
| nand4_1 | 5 |
| nor4_2 | 5 |
| and4_1 | 4 |
| edfxtp_1 | 4 |
| a21oi_1 | 2 |
| o21a_1 | 2 |
| ha_1 | 2 |
| clkdlybuf4s50_1 | 2 |
Power and IR drop assume default switching activity.
