--- flow/run.sh ---
#!/bin/bash
# OpenROAD 26Q1-2900-gdf79404cd8, Yosys 0.63+post, stock flow scripts
make -C /OpenROAD-flow-scripts/flow DESIGN_CONFIG=/design/flow/config.mk WORK_HOME=/design/flow/orfs finish
--- flow/config.mk ---
export PLATFORM = sky130hd
export DESIGN_NAME = tones
export DESIGN_NICKNAME = tones
export VERILOG_FILES = /design/flow/design.v
export SDC_FILE = /design/flow/constraint.sdc
export NUM_CORES = 4
export LEC_CHECK = 1
export CORE_UTILIZATION = 30
--- flow/constraint.sdc ---
current_design tones

set clk_period 2.6
set clk_io_pct 0.2

create_clock -name clk0 -period $clk_period [get_ports {clk}]

set non_clock_inputs [all_inputs -no_clocks]
set_input_delay [expr $clk_period * $clk_io_pct] -clock clk0 $non_clock_inputs
set_output_delay [expr $clk_period * $clk_io_pct] -clock clk0 [all_outputs]
--- flow/design.v ---
   localparam NULL_CMD = 8'h00;
   localparam VDD_ON  = 8'h30;
   localparam VDD_OFF = 8'h31;
   localparam VBAT_ON = 8'h32;
   localparam VBAT_OFF= 8'h33;
   localparam RES_ON  = 8'h34;
   localparam RES_OFF = 8'h35;
   localparam LD_DATA_A = 8'h36;
   localparam LD_DATA_B = 8'h37;
   localparam LD_DATA_C = 8'h38;
   localparam LD_DATA_D = 8'h39;
   localparam CLR_SCREEN = 8'h3A;
   localparam FILL_SCREEN = 8'h3B;
   localparam SETCHARROW = 8'h70;
   localparam SETCHARCOL = 8'h71;
   localparam SETCHAR    = 8'h72;
   localparam SENDCHAR   = 8'h73;
   localparam DELAY_LONG    = 8'h0F;
   localparam DELAY_SHORT   = 8'h0E;
   localparam DISP_ALL_ON   = 8'hA5;
   localparam DISP_RAM      = 8'hA4;
   localparam DISP_ON       = 8'hAF;
   localparam DISP_OFF      = 8'hAE;
   localparam DISP_CONTRAST = 8'h81;
   localparam DISP_HORIZ_MODE = 8'h20;
   localparam CHARGEPUMP_EN   = 8'h8D;
   localparam MUXRATIO        = 8'hA8;
   localparam DISP_OFFSET     = 8'hD3;
   localparam STARTLINE       = 8'h40;
   localparam SEGMENT         = 8'hA0;
   localparam SCANDIR         = 8'hC0;
   localparam COMPINS         = 8'hDA;
   localparam DISP_NORMAL     = 8'hA6;
   localparam SETOSC          = 8'hD5;
   localparam SETCOLADR       = 8'h21;
   localparam SETPAGEADR      = 8'h22;
`timescale 1ns/1ps
module pwm_audio(
   input       clk,
   input       rst_n,
   input [7:0] volume,
   input [9:0] N,
   output reg  sout
   );
   reg [9:0] f_count;   
   reg       f_clk;     
   reg [7:0] dc_count;  
   initial begin
      f_count  = 0;
      sout     = 0;
      f_clk    = 0;
      dc_count = 0;
   end
   always @(posedge clk, negedge rst_n) begin
      if (!rst_n) begin
         f_count = 0;
	 f_clk   = 0;
      end
      else begin
         if (f_count >= N) begin
	    f_count <= 0;
	    f_clk   <= ~f_clk;
	 end
	 else
	    f_count <= f_count + 1;
      end  
   end
   always @(posedge f_clk, negedge rst_n) begin
      if (!rst_n) begin
         dc_count <= 0;
	 sout  <= 0;
      end
      else begin
         dc_count <= dc_count + 1;
         if (dc_count < volume)
	    sout <= 1;
	 else
	    sout <= 0;
      end
   end
endmodule
`timescale 1ns/1ps
module tones(
        input clk,
        input rst_n,
        input [7:0] volume,
        input [15:0] tone,
        output reg AIN,
        output reg GAIN,
        output reg SHUTDOWN_L
    );
    wire sout;
    reg [9:0] N;
    pwm_audio PWM1 (
		   .clk(clk),
		   .rst_n(rst_n),
		   .volume(volume),
		   .N(N),
		   .sout(sout)
		   );
   initial begin
	 GAIN       <= 1;
	 SHUTDOWN_L <= 1;
	 AIN        <= 0;	 
    end
   always @(posedge clk, negedge rst_n) begin
    if (!rst_n) begin
	GAIN       <= 1;
	SHUTDOWN_L <= 1;
	AIN        <= 0;	 
    end
        else if (tone[0])begin
	       AIN <= sout;
           N <= 747; 
        end
        else if (tone[1])begin
            AIN <= sout;
            N <= 665; 
        end
        else if (tone[2])begin
            AIN <= sout;
            N <= 593; 
        end
        else if (tone[3])begin
            AIN <= sout;
            N <= 528; 
        end
        else if (tone[4])begin
            AIN <= sout;
            N <= 498; 
        end
        else if (tone[5])begin
            AIN <= sout;
            N <= 444; 
        end
        else if (tone[6])begin
            AIN <= sout;
            N <= 395; 
        end
        else if (tone[7])begin
            AIN <= sout;
            N <= 352; 
        end
        else if (tone[8])begin
            AIN <= sout;
            N <= 332; 
        end
        else if (tone[9])begin
            AIN <= sout;
            N <= 300;
        end
        else if (tone[10])begin
            AIN <= sout;
            N <= 400;
        end
        else if (tone[11])begin
            AIN <= sout;
            N <= 600;
        end
        else if (tone[12])begin
            AIN <= sout;
            N <= 800;
        end
        else if (tone[13])begin
            AIN <= sout;
            N <= 900;
        end
        else if (tone[14])begin
            AIN <= sout;
            N <= 1000;
        end
        else if (tone[15])begin
            AIN <= sout;
            N <= 1023;
        end
        else
            AIN <= 0;
    end
endmodule
==> impl_metrics.ini <==
; yosys + openroad results
[place]
post-dp-hpwl_microns = 2680
port_buffers = 26
gp_congestion = 0.824
place.detailed.instances = 284
postPlaceCellArea_sq_um = 2220

[floorplanning]
core_sq_um = 5990
dieHeight_microns = 81.1
initial_core_util = 0.313
boundaryPins = 29
floorplan.rows = 28
chip_footprint_sq_um = 6580
floorplan.die.width_microns = 81.1

[critical_path]
timing.reg2reg.setup_slack_ns = 0.67
cp.required_ns = 2.57
worstReg2RegStart = PWM1.f_count[7]
cp-endpoint = N[8]
cp-startpoint = tone[7]
critical_path.reg2reg.endpoint = PWM1.f_clk
nature_of_the_critical_path_endpoint = flip-flop
worst-r2r-cell-count = 6
worst-setup-path-type = in2reg
maximum_fanout_along_the_worst_path = 10
timing.critical_path.arrival_ns = 2.07
crit_path_start_kind = primary input

[clock_tree]
ctsResizeCount = 0
cts.root.buffer_cell = sky130_fd_sc_hd__clkbuf_8
ctsLongestPathBuffers = 2
cts_buffers = 3
insertion_delay_ns = 0.26
post-cts-setup-buffer-count = 0
hold_buffers = 0
clock_tree.htree_level_count = 1
worst_setup_hold_path_clk_slew_ns = 0.08
cts_tree = done

[route]
drt_iter0_drc = 36
dr_drc_count = 0
routed_wire_length_per_instance_microns = 11.5
detail-route-antenna-nets = 0
detailed_route_wl_microns = 3310
dr_total_vias = 1358
antenna_cells = 0
vias_per_cell = 4.72
drt_pre_antenna_iters = 4

[global_route]
grt_antenna_before_repair = 0
grt_first_pass_wirelength_microns = 5530
maximum_number_of_pins_on_one_net_before_global_route_repair = 22
grt_overflow = 0
grt_pass1_vias = 1180
grtUsageTotal = 0.110

[timing]
unclocked_pins = 9
final.min_clock_period_ns = 2.10
timing.final.crit_share = 0.808
timing_max_transition_violations_final = 0
fin_worst_hold_slack_ns = 0.547
rsz0062_at_grt = false
count_of_final_hold_check_violations = 0
untimed_endpoints = 9
worst_slew_margin_rel = 0.623
final.setup.tns_ns = 0
final.setup_skew_ns = 0.000887
max_clock_freq_ghz = 0.476
final-setup-viol-count = 0
max_slew.worst_pin.slew_ns = 0.565

[pwr]
p_clk_frac = 0.245
switching_share = 0.293
power.ir.vdd_worst_mv = 0.289
fin_total_pwr_mw = 1.27
power_per_cell_area_nw_per_um2 = 556
net-switching-power_mw = 0.372
leakagePower_nw = 1.02
power_frac_seq = 0.473
power.combinational.fraction = 0.282
internal_power_mw = 0.900

[yosys]
enable_flop_cells = 10
synth.most_common_cell = sky130_fd_sc_hd__nor2_1
post_synth_area_from_yosys_stat_sq_um = 1880
yosysWarningCount = 2
post-synth-top-area-cell = sky130_fd_sc_hd__dfrtp_1
ys_async_sr_fraction = 0.677
portion_of_the_post_synthesis_area_used_by_sequential_elements = 0.440
postSynthAreaPerCell_sq_um = 10.2
ys.flops = 31
synth_cell_area_sq_um = 1880
netlist_top_cells_area = sky130_fd_sc_hd__dfrtp_1 28%, sky130_fd_sc_hd__edfxtp_1 16%, sky130_fd_sc_hd__ha_1 13%
synth_cells = 184
synth.distinct_cells = 43
yosys_cells = 184
yosys.area.top_type_share = 0.280
post_synth_most_frequent_cells = 22 x sky130_fd_sc_hd__nor2_1, 21 x sky130_fd_sc_hd__dfrtp_1, 21 x sky130_fd_sc_hd__inv_1
synth_top_flop_cell = sky130_fd_sc_hd__dfrtp_1

[layout]
tally_of_filler_cells_in_the_layout = 582
finalNonFillerCells = 288
drive_gt1_frac = 0.0563
syn_to_final_growth_pct = 21.9
finalInstanceArea_sq_um = 2290

[flow_run]
max_cap_viol_count = 0
warning_count = 25

[run_status]
outcome = completed

[min_path]
worstHoldPathType = reg2reg
-- worst min-delay path by stage --
stage	slack (ns)	cells after the start	start	end
CTS	0.55	1	PWM1.f_count[0]	PWM1.f_count[0]
global route	0.59	1	PWM1.f_count[0]	PWM1.f_count[0]
finish	0.55	1	PWM1.f_count[0]	PWM1.f_count[0]
-- layout make-up --
type	count	area, sq um	share of cell area
Clock inverter	1	30.0	0.0131
Inverter	21	78.8	0.0345
Timing Repair Buffer	27	268	0.117
Sequential cell	31	826	0.361
Clock buffer	3	41.3	0.0181
Multi-Input combinational cell	130	950	0.415
Tap cell	75	93.8	0.0410
-- cells by family (layout without fill, tap and decap cells) --
family / count (synthesis) / count (layout) / share of synthesized area
buf+inv: 24 / 52 / 0.0560
fa+ha+maj: 19 / 19 / 0.127
simple gates: 58 / 58 / 0.155
flops: 31 / 31 / 0.440
compound gates: 36 / 36 / 0.146
other cells: 1 / 2 / 0.00200
xor+xnor: 15 / 15 / 0.0740
-- worst max-delay path, cell delays in order --
cell                              delay (ns)
sky130_fd_sc_hd__clkdlybuf4s50_1        0.47
sky130_fd_sc_hd__nor3_1                 0.38
sky130_fd_sc_hd__nand3_1                0.15
sky130_fd_sc_hd__nand4bb_1              0.23
sky130_fd_sc_hd__and2_1                 0.32
-- through the flow --
stage	worst slack, ns	utilization
6_report	0.500	0.382
5_1_grt	0.369	0.382
4_1_cts	0.500	0.382
3_5_place_dp	0.221	0.370
3_3_place_gp	0.300	0.370
2_1_floorplan	0.813	-
-- layout by cell type, fill, tap and decap left out, types with 3 or more instances in the layout --
cell,n
sky130_fd_sc_hd__a21oi_1,7
sky130_fd_sc_hd__and3_1,3
sky130_fd_sc_hd__clkbuf_8,3
sky130_fd_sc_hd__clkdlybuf4s50_1,26
sky130_fd_sc_hd__dfrtp_1,21
sky130_fd_sc_hd__edfxtp_1,10
sky130_fd_sc_hd__ha_1,19
sky130_fd_sc_hd__inv_1,21
sky130_fd_sc_hd__nand2_1,5
sky130_fd_sc_hd__nand3_1,9
sky130_fd_sc_hd__nor2_1,22
sky130_fd_sc_hd__nor3_1,8
sky130_fd_sc_hd__o21a_1,3
sky130_fd_sc_hd__o21ai_0,5
sky130_fd_sc_hd__o21bai_1,3
sky130_fd_sc_hd__xnor2_1,6
sky130_fd_sc_hd__xor2_1,8
-- registers in the layout, summed over array words and instances, names as in the netlist --
name and count:
N 10, PWM1.f_count 10, PWM1.dc_count 8, AIN 1, PWM1.f_clk 1, PWM1.sout 1
-- power by group through the flow --
stage / registers (mW) / clock network (mW) / logic (mW)
CTS: 0.605 / 0.319 / 0.365
global route: 0.615 / 0.333 / 0.410
finish: 0.602 / 0.311 / 0.358
-- layer usage --
metal / up-vias / wire, microns / global-route usage / part of all wire
met5: - / 0 / 0 / 0
met2: 24 / 1500 / 0.169 / 0.45
met3: 2 / 142 / 0.0171 / 0.043
met4: 0 / 12 / 0.00714 / 0.0036
met1: 623 / 1650 / 0.178 / 0.50
li1: 709 / - / - / -
Power figures rest on the tool's default switching activity, not on a simulated workload.
