<file path="flow/run.sh">
#!/bin/bash
# OpenROAD 26Q1-2900-gdf79404cd8, Yosys 0.63+post, stock flow scripts
make -C /OpenROAD-flow-scripts/flow DESIGN_CONFIG=/design/flow/config.mk WORK_HOME=/design/flow/orfs finish
</file>
<file path="flow/config.mk">
export PLATFORM = sky130hd
export DESIGN_NAME = keypad
export DESIGN_NICKNAME = keypad
export VERILOG_FILES = /design/flow/design.v
export SDC_FILE = /design/flow/constraint.sdc
export NUM_CORES = 4
export LEC_CHECK = 1
export CORE_UTILIZATION = 40
</file>
<file path="flow/constraint.sdc">
current_design keypad

set clk_period 4.2
set clk_io_pct 0.2

create_clock -name clk0 -period $clk_period [get_ports {clk}]

set non_clock_inputs [all_inputs -no_clocks]
set_input_delay [expr $clk_period * $clk_io_pct] -clock clk0 $non_clock_inputs
set_output_delay [expr $clk_period * $clk_io_pct] -clock clk0 [all_outputs]
</file>
<file path="flow/design.v">
   localparam NULL_CMD = 8'h00;
   localparam VDD_ON  = 8'h30;
   localparam VDD_OFF = 8'h31;
   localparam VBAT_ON = 8'h32;
   localparam VBAT_OFF= 8'h33;
   localparam RES_ON  = 8'h34;
   localparam RES_OFF = 8'h35;
   localparam LD_DATA_A = 8'h36;
   localparam LD_DATA_B = 8'h37;
   localparam LD_DATA_C = 8'h38;
   localparam LD_DATA_D = 8'h39;
   localparam CLR_SCREEN = 8'h3A;
   localparam FILL_SCREEN = 8'h3B;
   localparam SETCHARROW = 8'h70;
   localparam SETCHARCOL = 8'h71;
   localparam SETCHAR    = 8'h72;
   localparam SENDCHAR   = 8'h73;
   localparam DELAY_LONG    = 8'h0F;
   localparam DELAY_SHORT   = 8'h0E;
   localparam DISP_ALL_ON   = 8'hA5;
   localparam DISP_RAM      = 8'hA4;
   localparam DISP_ON       = 8'hAF;
   localparam DISP_OFF      = 8'hAE;
   localparam DISP_CONTRAST = 8'h81;
   localparam DISP_HORIZ_MODE = 8'h20;
   localparam CHARGEPUMP_EN   = 8'h8D;
   localparam MUXRATIO        = 8'hA8;
   localparam DISP_OFFSET     = 8'hD3;
   localparam STARTLINE       = 8'h40;
   localparam SEGMENT         = 8'hA0;
   localparam SCANDIR         = 8'hC0;
   localparam COMPINS         = 8'hDA;
   localparam DISP_NORMAL     = 8'hA6;
   localparam SETOSC          = 8'hD5;
   localparam SETCOLADR       = 8'h21;
   localparam SETPAGEADR      = 8'h22;
`timescale 1ns/1ps
module clock_divider
#(
   parameter N=300_000
 )
 (
  input      clk,
  input      rst_l,
  output reg div_clk
  );
   integer   clk_count;
   initial begin
      clk_count = 0;
      div_clk   = 0;
   end
   always @(posedge clk, negedge rst_l) begin
      if (!rst_l) begin
         clk_count <= 0;
         div_clk   <= 0;
      end
      else begin
         if (clk_count == N) begin
            clk_count <= 0;
            div_clk   <= 1;
         end 
         else begin
            clk_count <= clk_count + 1;
            div_clk   <= 0;
         end 
      end 
   end  
endmodule  
`timescale 1ns/1ps
module keypad
  #(
     parameter N=300_000
   )
   (
     input             clk,
     input             rst_l,
     input      [3:0]  row,
     output     [3:0]  col,
     output reg [15:0] keys
   );
   wire          scan;
   reg   [1:0]   state;
   initial begin
      state = 0;
      keys  = 0;
   end
   clock_divider clkdiv(.clk(clk),.rst_l(rst_l),.div_clk(scan));
    assign col[0] = (state == 0) ? 0 : 1'bz;
    assign col[1] = (state == 1) ? 0 : 1'bz;
    assign col[2] = (state == 2) ? 0 : 1'bz;
    assign col[3] = (state == 3) ? 0 : 1'bz;
   always @(posedge clk, negedge rst_l) begin
      if (!rst_l) begin         
         state <= 0;
         keys  <= 0;
      end
      else if (scan) begin
         case (state)
           0:
             begin
                keys[4'h1] <= ~row[0];
                keys[4'h4] <= ~row[1];
                keys[4'h7] <= ~row[2];
                keys[4'h0] <= ~row[3];
                state    <= 1;                
             end
           1:
             begin
                keys[4'h2] <= ~row[0];
                keys[4'h5] <= ~row[1];
                keys[4'h8] <= ~row[2];
                keys[4'hF] <= ~row[3];
                state    <= 2;   
             end
           2: 
             begin
                keys[4'h3] <= ~row[0];
                keys[4'h6] <= ~row[1];
                keys[4'h9] <= ~row[2];
                keys[4'hE] <= ~row[3];
                state    <= 3;
              end
           3:
             begin
                keys[4'hA] <= ~row[0];
                keys[4'hB] <= ~row[1];
                keys[4'hC] <= ~row[2];
                keys[4'hD] <= ~row[3];
                state    <= 0;
             end
         endcase
      end
   end
endmodule
</file>
==> flow_summary.ini <==
; synthesis and place-and-route metrics
[status]
status = finished clean

[logic_synthesis]
seq_area_frac_synth_pct = 54.00
netlist_top_cells_area = sky130_fd_sc_hd__dfrtp_1, sky130_fd_sc_hd__xnor2_1, sky130_fd_sc_hd__xor2_1, sky130_fd_sc_hd__nand2_1, sky130_fd_sc_hd__o21ai_0
ys.flops = 51
ys_types = 30
async_flop_share_pct = 100.0
synth-area-yosys_um2 = 2364
postSynthAreaPerCell_um2 = 10.46
synth_dominant_cell_count = sky130_fd_sc_hd__dfrtp_1
syn_area_um2 = 2364
top_area_cell = sky130_fd_sc_hd__dfrtp_1
synth-edff-count = 0
synth.top_cell.area_share_pct = 54.00
synth.yosys.num_cells = 226
synth.top_cells.by_count = sky130_fd_sc_hd__dfrtp_1, sky130_fd_sc_hd__nand2_1, sky130_fd_sc_hd__o21ai_0
synth_warnings = 6
synth_cells = 226
yosys_most_used_dff = sky130_fd_sc_hd__dfrtp_1

[clocking]
numCtsBuffers = 5
cts_htree_levels = 2
post_cts_resize_count = 0
root_buffer = sky130_fd_sc_hd__clkbuf_8
hold_buffers = 0
clk_pin_slew_ns = 0.09
cts_tree = yes
clock_tree.buffer_depth = 2
postCtsSetupRepairBufs = 0
worst_skew_late_latency_ns = 0.30
clock_sinks = 51

[cells_and_area]
final_cell_area_um2 = 2739
drive_gt1_share_pct = 7.115
area_delta_synth_final_pct = 15.88

[worst_setup_path]
critical_path_class = flip-flop to flip-flop
critical-path-top-delay-family = simple AND/OR/NAND/NOR gates
critical_path.cell_chain = ha_1 -> nand4_2 -> nor4_1 -> nand4_1 -> xnor2_1
cp.arrival_ns = 2.23
worst_setup_path_startpoint = clkdiv.clk_count[0]
crit_path_max_incr_delay_ns = 0.73
timing.critical_path.from_type = flip-flop
critical_path_sink = clkdiv.clk_count[26]
crit_required_ns = 4.39
worstPathMaxFanout = 6
r2r-end = clkdiv.clk_count[26]
r2r_slack_ns = 2.16
critical_path.reg2reg.startpoint = clkdiv.clk_count[0]
cp.buffers_inverters = 0
critPathSlowestCell = sky130_fd_sc_hd__nor4_1
setup.worst_path.end_class = flip-flop
critical_path_cell_count = 5
timing.reg2reg.worst_path_depth = 5

[global_routing]
grt_first_pass_wirelength_um = 7279
number_of_global_route_vias_before_repair = 1457
grt_antenna_before_repair = 0
grt.overflow.total = 0
largest_net_degree_at_the_start_of_global_routing = 52
global_routing_usage_summed_across_all_routing_layers_pct = 15.22

[power]
power-per-cell-area_nw_per_um2 = 292.1
total_leakage_power_nw = 1.282
power_frac_comb_pct = 1.9
irDropWorstVdd_uv = 204.1
power_report.internal_total_w = 0.0006294
share_seq_of_total_power_pct = 61.3
power_switching_w = 0.0001705
p_sw_share_pct = 21.32
power.share.clock_pct = 36.8

[routing]
post_drt_via_cell_ratio = 4.914
route.antenna.remaining_nets = 0
detail_route.first_pass.iterations = 4
num_vias = 1597
antenna-diode-count = 0
route.detailed.drc = 0
routedWlPerCell_um = 12.75
drt_iter0_markers = 45
wirelength_um = 4145

[floorplanning]
die_width_um = 78.87
fp.coreArea_um2 = 5608
die-area_um2 = 6220
die_ht_um = 78.87
floorplan.io_pins = 26
rows = 27
initCoreUtil_pct = 42.15

[job]
log.warning_count = 30
cap_violations = 0

[hold_path]
min_path_type = flip-flop to flip-flop

[timing]
finalClockSkew_ns = 0.008743
max_slew.worst_pin.slew_ns = 0.8241
setup_violations = 0
report.final.slew_viol_count = 0
post-route-period-util_pct = 48.52
final.setup.tns_ns = 0
grt_setup_unrepaired = no
finalWorstPathRequiredPeriod_ns = 2.038
slew-limit-headroom_pct = 44.55
timing.hold.ws_ns = 0.4766
fmax_mhz = 490.7
timing_hold_violations_final = 0

[placed_design]
count_of_buffers_from_port_buffering = 21
hpwl_um = 2889
dpl-instance-area_um2 = 2640
gp_congestion = 0.8081
per-layer routing:
metal	global-route usage, %	vias up	share of wire, %
li1	-	819	-
met1	25.80	736	52
met2	22.00	34	42
met3	2.450	8	3.9
met4	1.818	0	1.4
met5	0	-	0
worst register-to-register path: cells and delay by family, from the launching register on:
kind | cells | cell delay, ns
xor gates and xnor gates | 1 | 0.16
adders and majority gates | 1 | 0.24
and+or+nand+nor | 3 | 1.13
DFF | 1 | 0.41
placed cells by master (no fill, tap or decap), types with 3 or more instances in the layout:
| cell type | netlist | layout |
|---|---|---|
| sky130_fd_sc_hd__and2_1 | 4 | 4 |
| sky130_fd_sc_hd__nor2_1 | 14 | 14 |
| sky130_fd_sc_hd__xnor2_1 | 15 | 15 |
| sky130_fd_sc_hd__nand3_1 | 14 | 14 |
| sky130_fd_sc_hd__dfrtp_1 | 51 | 51 |
| sky130_fd_sc_hd__nand4_1 | 7 | 7 |
| sky130_fd_sc_hd__or3_1 | 3 | 3 |
| sky130_fd_sc_hd__ha_1 | 7 | 7 |
| sky130_fd_sc_hd__clkbuf_8 | 0 | 6 |
| sky130_fd_sc_hd__xor2_1 | 13 | 13 |
| sky130_fd_sc_hd__nor3_1 | 6 | 6 |
| sky130_fd_sc_hd__nand2_1 | 30 | 30 |
| sky130_fd_sc_hd__conb_1 | 1 | 4 |
| sky130_fd_sc_hd__o21ai_0 | 21 | 21 |
| sky130_fd_sc_hd__inv_1 | 9 | 9 |
| sky130_fd_sc_hd__clkdlybuf4s50_1 | 0 | 20 |
| sky130_fd_sc_hd__and4_1 | 3 | 3 |
| sky130_fd_sc_hd__nor4_1 | 7 | 6 |
layout make-up:
cell class              count  area (um^2)
flip-flops and latches     51         1276
inverters                   9        33.78
repair buffers             23        220.2
fillers                   526         2869
well taps                  72        90.09
multi-input cells         162         1020
clock inverters             2        16.27
clock buffers               6        82.58
flip-flops by register name (all words and copies together) (netlist names):
name and count:
clkdiv.clk_count 32, clkdiv.div_clk 1, keys 16, state 2
cell families (layout without fill, tap and decap cells):
group	after synthesis	after routing	share of synthesized area, %
other	1	4	0.1587
AND-OR/OR-AND	23	23	4.870
XOR/XNOR	28	28	10.38
adder cells (fa/ha/maj)	7	7	3.705
buffers and inverters	16	40	3.600
AND/OR/NAND/NOR	100	100	23.29
flip-flops	51	51	54.00
power by group through the flow:
stage	combinational [W]	sequential [W]	clock [W]
final	0.0000151	0.000491	0.000294
after global routing	0.0000180	0.000491	0.000329
after CTS	0.0000164	0.000491	0.000308
worst min path at each step:
stage	start	endpoint	slack, ns	cells after the start
5_1_grt	keys[9]	keys[9]	0.51	2
4_1_cts	clkdiv.clk_count[31]	clkdiv.clk_count[31]	0.48	1
6_report	clkdiv.clk_count[31]	clkdiv.clk_count[31]	0.48	1
per-stage QoR:
| stage | util, % | std cells | setup WS [ns] | total power, W |
|---|---|---|---|---|
| 5_1_grt | 48.84 | 325 | 1.858 | 0.0008380 |
| 6_report | 48.84 | 325 | 2.162 | 0.0007999 |
| 2_1_floorplan | - | 229 | 2.414 | 0.0005031 |
| 3_3_place_gp | 47.08 | 317 | 2.183 | 0.0005170 |
| 3_5_place_dp | 47.08 | 317 | 2.154 | 0.0005165 |
| 4_1_cts | 48.84 | 325 | 2.152 | 0.0008147 |
Power is estimated from default activity; no workload was simulated.
